`./run.sh`:
```
#!/bin/bash
# OpenROAD 26Q1-2900-gdf79404cd8, Yosys 0.63+post, stock flow scripts
make -C /OpenROAD-flow-scripts/flow DESIGN_CONFIG=/design/flow/config.mk WORK_HOME=/design/flow/orfs finish
```
`./config.mk`:
```
export PLATFORM = sky130hd
export DESIGN_NAME = fp_adder
export DESIGN_NICKNAME = fp_adder
export VERILOG_FILES = /design/flow/design.v
export SDC_FILE = /design/flow/constraint.sdc
export NUM_CORES = 4
export LEC_CHECK = 1
export CORE_AREA = 10 10 70 70
export DIE_AREA = 0 0 80 80
```
`./constraint.sdc`:
```
current_design fp_adder

set clk_period 1.0
set clk_io_pct 0.2

create_clock -name clk0 -period $clk_period [get_ports {clk}]

set non_clock_inputs [all_inputs -no_clocks]
set_input_delay [expr $clk_period * $clk_io_pct] -clock clk0 $non_clock_inputs
set_output_delay [expr $clk_period * $clk_io_pct] -clock clk0 [all_outputs]
```
`./design.v`:
```
module arithmetic_unit #(parameter n = 16) (
input [n-1:0] a, b,  
input add_sub,  
output reg [n-1:0] out,  
output reg carry_out
);
always @(*)
begin
    if (add_sub == 0)  
        {carry_out,out} = a + b;  
    else
    begin  
        out = a - b;  
        carry_out = 0;  
    end
end
endmodule
module barrel_shifter #(
    parameter width = 24,
    parameter shift_width = 5
)
(
    input [width-1:0] in,
    input [shift_width-1:0] shift_amount,
    output reg [width+2:0] out
);
    reg[width+1:0] stage;
    reg sticky;  
    always @(*) begin
        sticky=0;
        stage = {in, 2'b00};
        if(shift_amount[0])begin
            stage = {1'b0, stage[width+1:1]};
        end
        if(shift_amount[1])begin
            sticky= (|stage[1:0])|sticky; 
            stage = {2'b00, stage[width+1:2]};
        end
        if(shift_amount[2])begin
            sticky = (|stage[3:0])|sticky;
            stage = {4'b0000, stage[width+1:4]};
        end
        if(shift_amount[3])begin
            sticky = (|stage[7:0])|sticky;
            stage = {8'b00000000, stage[width+1:8]};
        end
        if(shift_amount[4])begin
            sticky = (|stage[15:0])|sticky;
            stage = {16'b0000000000000000, stage[width+1:16]};
        end
        out = {stage,sticky};  
    end
endmodule
module comparator #(
    parameter width = 32
)(
    input [width-2:0] a,  
    input [width-2:0] b,  
    output reg a_gt_eq_b  
);
    always @(*)
    begin
         if(a>=b) begin a_gt_eq_b = 1;  end
        else begin a_gt_eq_b = 0; end
    end
endmodule
module controlled_incrementer (
    input clk,  
    input flush,
    input [7:0] in,  
    input [4:0] increment_value,  
    input enable,  
    input increment_mode,  
    output reg [7:0] out  
);
always @(posedge clk or posedge flush) begin
    if (flush) begin
        out <= 8'b0;  
    end else if (enable) begin
        if (!increment_mode) begin
            out <= in +  1'b1;  
        end else begin
            out <= in - increment_value;  
        end
    end
    else begin
        out <= in;  
    end
end
endmodule
module controller (
    input clk,reset,sign_a,sign_b,a_gt_eq_b,eqz,alu_carry,spl_case,start,lzc_flag,
    output reg add_sub,load_a,load_b,sel_larger,sel_result,load_result,flush_exp,normalize_enable,normalize_mode,op_sign,finished
);
localparam state_idle = 3'b000,
              state_load_a = 3'b001,
              state_load_b = 3'b010,
              state_align_and_aluop = 3'b011,
              state_normalize_round = 3'b100, 
              state_output = 3'b101,
              state_finish = 3'b110;
reg [2:0] state;
always @(posedge clk or posedge reset) begin
    if(reset) state <= state_idle;
    else begin
        case(state)
            state_idle: begin
                if(start) state <= state_load_a;  
            end
            state_load_a: state <= state_load_b;  
            state_load_b: state <= state_align_and_aluop;  
            state_align_and_aluop: begin
                if(spl_case) state <= state_output;
                else state <= state_normalize_round;  
            end
            state_normalize_round: state <= state_output;  
            state_output: state <= state_finish;  
            state_finish: begin
                if(start) state <= state_load_a;  
                else state <= state_finish;  
            end
        endcase
    end
end
    always @(*) begin
        case(state)
            state_idle: begin load_a=0; load_b=0; sel_larger=0; add_sub=0; sel_result=0; load_result=0; flush_exp=0; normalize_enable=0; normalize_mode=0; op_sign=0; finished=0; end
            state_load_a: begin load_a=1; load_b=0; sel_larger=0; add_sub=0; sel_result=0; load_result=0; flush_exp=0; normalize_enable=0; normalize_mode=0; op_sign=0; finished=0; end
            state_load_b: begin load_b=1; load_a=0; end
            state_align_and_aluop: begin
                load_b=0;
                case({sign_a,sign_b})
                    2'b00: begin add_sub=0; op_sign=0; end  
                    2'b01: begin add_sub=1; op_sign=1; end  
                    2'b10: begin add_sub=1; op_sign=0; end  
                    2'b11: begin add_sub=0; op_sign=1; end  
                endcase
                sel_larger = (a_gt_eq_b) ? 0 : 1;
            end
            state_normalize_round: begin 
                 if(alu_carry) begin normalize_enable=1; normalize_mode=0; end
                 else if(eqz) begin flush_exp=1; end
                else begin normalize_enable=1; normalize_mode=1; end
                if(eqz) op_sign=0;
                else if(a_gt_eq_b) op_sign=sign_a;  
                else op_sign=sign_b;  
             end
             state_output:begin
                if(spl_case) begin
                    sel_result=1;  
                end else begin
                    sel_result=0;  
                end
                load_result=1;  
                flush_exp=0;  
            end
            state_finish: begin
                load_result=0;  
                normalize_enable=0;  
                finished=1;  
            end
        endcase
    end
endmodule
module datapath(
    input clk,add_sub,load_a,load_b,sel_larger,sel_result,load_result,flush_exp,normalize_enable,normalize_mode,op_sign,
    input [31:0] data_in,
    output wire sign_a,sign_b,a_gt_eq_b,eqz,alu_carry,spl_case,lzc_flag,
    output [31:0] data_out
);
wire [31:0] a,b,result,spl_result;
wire [23:0] mantissa_a, mantissa_b,larger_mantissa, smaller_mantissa;
wire [30:0] rounded_exp_mantissa;
wire [7:0] exp_a, exp_b, exp_out,exp_larger;
wire [22:0] rounded_mantissa;
wire [4:0] exp_diff;
wire [26:0] alu_out,aligned_mantissa,normalized_mantissa;
wire [4:0] lzc;
assign sign_a = a[31];  
assign sign_b = b[31];  
assign mantissa_a = {1'b1,a[22:0]};  
assign mantissa_b = {1'b1,b[22:0]};  
assign exp_a = a[30:23];  
assign exp_b = b[30:23];  
pipo_register pipo_a(
    .clk(clk),
    .write_enable(load_a),
    .in(data_in),
    .out(a)
);
pipo_register pipo_b(
    .clk(clk),
    .write_enable(load_b),
    .in(data_in),
    .out(b)
);
subtractor sub(
    .a(exp_a),
    .b(exp_b),
    .out(exp_diff)
);
comparator #(.width(32)) comp(
    .a(a[30:0]),
    .b(b[30:0]),
    .a_gt_eq_b(a_gt_eq_b)
);
spl_case_handler spl_case_handler_inst(
    .A(a),
    .B(b),
    .spl_case(spl_case),
    .result(spl_result)
);
mux #(.width(8)) exp_mux(
    .sel(sel_larger),
    .a(exp_a),
    .b(exp_b),
    .out(exp_larger)
);
mux #(.width(24)) mantissa_larger_mux(
    .sel(sel_larger),
    .a(mantissa_a),
    .b(mantissa_b),
    .out(larger_mantissa)
);
mux #(.width(24)) mantissa_smaller_mux(
    .sel(sel_larger),
    .a(mantissa_b),
    .b(mantissa_a),
    .out(smaller_mantissa)
);
barrel_shifter barrel_shifter_inst(
    .in(smaller_mantissa),
    .shift_amount(exp_diff),
    .out(aligned_mantissa)
);
arithmetic_unit #(.n(27)) alu(
    .a({larger_mantissa, 3'b000}),  
    .b(aligned_mantissa),
    .add_sub(add_sub),
    .out(alu_out),
    .carry_out(alu_carry)
);
leading_zero_counter_n_bit #(.n(28),.m(5)) lzc_counter(
    .in({alu_out[26:0],1'b0}),  
    .count(lzc),
    .is_zero_out(eqz)  
);
controlled_incrementer controlled_incrementer_inst(
    .clk(clk),
    .flush(flush_exp),
    .in(exp_larger),
    .increment_value(lzc), 
    .enable(normalize_enable),
    .increment_mode(normalize_mode),
    .out(exp_out)
);
normalizer normalizer_inst(
    .mantissa(alu_out[26:0]),
    .enable(normalize_enable),
    .shift_mode(normalize_mode),
    .shift_amount(lzc),
    .normalized_mantissa(normalized_mantissa)
);
rounding_handler rounding_handler_inst(
    .mantissa(normalized_mantissa),
    .exp(exp_out),
    .rounded_exp_mantissa(rounded_exp_mantissa)
);
mux #(.width(32)) result_mux(
    .sel(sel_result),
    .a({op_sign,rounded_exp_mantissa}),  
    .b(spl_result),
    .out(result)
);
pipo_register result_register(
    .clk(clk),
    .write_enable(load_result),
    .in(result),
    .out(data_out)
);
endmodule
module fp_adder(
    input [31:0] data_in,
    input clk,reset,start,  
    output [31:0] data_out,
    output finished
);
wire add_sub,load_a,load_b,sel_larger,sel_result,load_result,flush_exp,normalize_enable,normalize_mode,op_sign,
    sign_a,sign_b,a_gt_eq_b,eqz,alu_carry,spl_case;
controller ctrl(
    .clk(clk),
    .reset(reset),
    .sign_a(sign_a),
    .sign_b(sign_b),
    .a_gt_eq_b(a_gt_eq_b),
    .eqz(eqz),
    .alu_carry(alu_carry),
    .spl_case(spl_case),
    .start(start),
    .add_sub(add_sub),
    .load_a(load_a),
    .load_b(load_b),
    .sel_larger(sel_larger),
    .sel_result(sel_result),
    .load_result(load_result),
    .flush_exp(flush_exp),
    .normalize_enable(normalize_enable),
    .normalize_mode(normalize_mode),
    .op_sign(op_sign),
    .finished(finished)
);
datapath dp(
    .clk(clk),
    .add_sub(add_sub),
    .load_a(load_a),
    .load_b(load_b),
    .sel_larger(sel_larger),
    .sel_result(sel_result),
    .load_result(load_result),
    .flush_exp(flush_exp),
    .normalize_enable(normalize_enable),
    .normalize_mode(normalize_mode),
    .op_sign(op_sign),
    .data_in(data_in),
    .sign_a(sign_a),
    .sign_b(sign_b),
    .a_gt_eq_b(a_gt_eq_b),
    .eqz(eqz),
    .alu_carry(alu_carry),
    .spl_case(spl_case),
    .data_out(data_out)
);
endmodule
module leading_zero_counter_n_bit #(
    parameter n = 28,  
    parameter m = 5  
)
(
    input [n-1:0] in,  
    output reg [m-1:0] count,  
    output wire is_zero_out  
);
localparam groups = n>>2 ;  
wire [groups-1:0] is_zero;  
wire [1:0] count_4_bit [groups-1:0];  
reg found;  
genvar i;
generate for(i = 0; i <= groups-1; i = i+1)
begin : gen_lzc
    leading_zero_counter_4_bit lzc (
        .in(in[(i<<2)+3:(i<<2)]),  
        .count(count_4_bit[i]),  
        .is_zero(is_zero[i])  
    );
end
endgenerate
assign is_zero_out = &is_zero;  
integer j;
always @(*) begin
    count = {m{1'b0}};  
    found = 0;  
    if (is_zero_out) begin
        count = {m{1'b1}};  
        found = 1;  
    end
    for (j = groups-1; j >= 0; j = j-1) begin
        if(!found && !is_zero[j]) begin
            count = ((groups - 1 - j) << 2) + count_4_bit[j];
            found = 1;  
        end
    end
end
endmodule
module leading_zero_counter_4_bit(
    input [3:0] in,  
    output reg [1:0] count,  
    output wire is_zero  
);
assign is_zero = (in == 4'b0000);  
always @(*)
begin
    casez (in) 
        4'b0001: count = 2'b11;  
        4'b001?: count = 2'b10;  
        4'b01??: count = 2'b01;  
        4'b1???: count = 2'b00;  
        default: count = 2'b00;  
    endcase
end
endmodule
module mux #(
    parameter width = 32)(
    input [width-1:0] a,  
    input [width-1:0] b,  
    input sel,  
    output wire [width-1:0] out  
);
    assign out = sel ? b : a;  
endmodule
module normalizer(
    input [26:0] mantissa,  
    input enable, shift_mode,  
    input [4:0] shift_amount,  
    output reg [26:0] normalized_mantissa  
);
    reg sticky;
    always @(*) begin
        sticky = 0;  
        if (enable) begin
            if (!shift_mode) begin  
            sticky =mantissa [0] | mantissa [1] ;  
                normalized_mantissa = {1'b1,mantissa[26:1]};  
                normalized_mantissa[0] = sticky;  
            end else begin  
                normalized_mantissa = mantissa << shift_amount;  
            end
        end else begin
            normalized_mantissa = mantissa;  
        end
    end
endmodule
module pipo_register (
    input clk,  
    input reset,  
    input write_enable, 
    input [31:0] in,  
    output reg [31:0] out
);
    always @(posedge clk)
    begin
        if(reset)
            out <= 32'b0;  
        else if(write_enable)
            out <= in;  
			else
			   out <= out;
    end
endmodule
module rounding_handler(
    input [26:0] mantissa,  
    input [7:0] exp,
    output reg [30:0] rounded_exp_mantissa  
);
wire round_up = mantissa[2] & ((mantissa[1] | mantissa[0]) | mantissa[3]);  
reg [7:0] exp_out;  
reg carry_out;  
reg [23:0] intermediate_mantissa;
always @(*)
begin
    intermediate_mantissa= mantissa[26:3];
    {carry_out, intermediate_mantissa} = intermediate_mantissa+round_up;  
    if(carry_out) begin
        intermediate_mantissa = {1'b1, intermediate_mantissa[23:1]};  
        exp_out = exp + 1;  
    end
    else begin
        exp_out = exp;  
    end
    rounded_exp_mantissa = {exp_out,intermediate_mantissa[22:0]};  
end
endmodule
module spl_case_handler(
    input [31:0] A,B,  
    output reg spl_case,
    output reg [31:0] result
);
    wire NaN_A,NaN_B,infinity_A,infinity_B;
    assign NaN_A = (&A[30:23]) & |A[22:0];  
    assign NaN_B = (&B[30:23]) & |B[22:0];  
    assign infinity_A = (&A[30:23]) & ~|A[22:0];  
    assign infinity_B = (&B[30:23]) & ~|B[22:0];  
    assign zero_A=(A==0);
    assign zero_B=(B==0);
    always @(*)
    begin
        if (NaN_A || NaN_B)
        begin
            spl_case = 1;  
            result = 32'h7FC00000;  
        end
        else if (infinity_A && infinity_B)
        begin
            if( A[31] == B[31] ) 
            begin
                spl_case = 1;  
                result = A;  
            end 
            else 
            begin
                spl_case = 1;  
                result = 32'h7FC00000;  
            end
        end
        else if (infinity_A || infinity_B)
        begin
            spl_case = 1;  
            result = 32'h7F800000;  
        end
        else if (zero_A && zero_B)
        begin
            spl_case = 1;  
            result = 32'h00000000;  
        end
        else begin
            spl_case = 0;  
            result = 32'h00000000;  
        end
    end
endmodule
module subtractor (
    input [7:0] a,  
    input [7:0] b,  
    output reg [4:0] out  
);
    reg [7:0] result;  
    always @(*) begin
        if(a>=b)begin
            result=a-b;
        end
        else begin
            result=b-a;
        end
        if(result > 8'h1f)begin
            out = 5'b11111;  
        end
        else begin
            out = result[4:0];  
        end
    end
endmodule
```
==> run summary <==
Notes on the flow outputs.

- The share of cells above drive strength 1 reads 11.3%.
- STA classifies the critical path endpoint as a flip-flop.
- The end-of-flow core utilization reads 12.9%.
- The count of endpoints without a timing constraint reads 2.
- The half-perimeter wire length of the detailed placement result reads 634 microns.
- The number of warnings issued by yosys reads 17.
- The mean routed wirelength per cell reads 7.16 microns.
- Per the OpenROAD floorplan log, the area of the die is between 0.006 and 0.007 sq mm.
- The total setup violations reported at the end of the flow is 0.
- The tally of filler cells in the layout reads 404.
- The data arrival time of the worst path is ~0.89 ns.
- The worst setup skew after layout reads 0.00159 ns.
- The remaining design rule violation count reads 0.
- The maximum number of pins on one net before global-route repair is 7.
- The most frequent logic cell in the layout is conb_1.
- The number of buffers added by the clock tree synthesis step reads 3.
- The die height reads 80 microns.
- Per the run report, area growth between synthesis and finish was -2.22%.
- Setup repair after global routing left no endpoint under its margin.
- The nature of the critical path startpoint is an input pin.
- The final weighted congestion in routability-driven placement reads a little over 0.6.
- The number of port buffers is 3.
- The global route total overflow is 0.
- The clock period minus final worst setup slack is 0.755 ns.
- Synthesis inferred 7 register bits.
- The count of final hold-check violations is 0.
- The wire length of the first global-routing pass is 1080 microns.
- The run finished with clean final reports.
- The total area inside the core boundary comes to roughly 0.0034 sq mm.
- The required arrival time at the worst endpoint is approximately 1.1 ns.
- The chip area from the yosys synthesis statistics is 452 sq um.
- The power density over the cells is between 1000 and 1500 mW/mm^2.
- The final period utilization is 75.5%.
- The class of the most critical setup path reads in -> reg.
- The leakage dissipation is 0.249 nW.
- In the floorplan report the effective utilization is 13.2%.
- The cell count listed in synth_stat.txt reads 47.
- The initial antenna violation count is 0.
- The detailed-route via count is 187.
- Each instance of the synthesized netlist takes up on average 9.61 sq um.
- The number of core rows reads 21.
- The H-tree level count is 1.
- The tally of max-capacitance violations reads 0.
- The peak clock frequency supported by timing is 1320 MHz.
- The most common logic cells in the final layout are conb_1, dfrtp_1, clkbuf_4, clkdlybuf4s50_1.
- The number of global-route vias before repair reads around 240.
- The maximum buffer depth of the clock tree is 2.
- The number of max-slew violations in the final report reads 0.
- After the first detailed-routing iteration, the DRC count stood at 1.
- The count of distinct cell types in the synthesized netlist reads 10.
- The wire length after detailed routing is 709 microns.
- The maximum VDD drop is about 0.0007 V.
- The number of logged tool warnings reads about 57.
- The launch point of the critical path was reported as start.
- The clock network latency to the later pin of the worst-skew pair reads 0.24 ns.
- Clock tree synthesis selected as its root buffer the cell clkbuf_4.
- The via count normalized by instance count reads approximately 1.9.
- The tally of nets with antenna violations remaining after routing reads 0.
- The total routing usage reported by global routing is 2.14%.
- The summed negative setup slack over all endpoints is 0 ns.
- The die extent in x is 80 microns.
- The kind of path behind the tightest hold check reads in -> async.
- The number of antenna repair diodes reads 0.
- The post-CTS setup repair buffer count reads 0.
- The top fanout value on the critical path is 2.
- The number of standard cells after synthesis reads ~47.
- Buffers inserted to repair hold after CTS numbered 0.
- The clock transition at the registers of the reported paths reads ~0.05 ns.
- For this design the top-level I/O count stands at 68.
- The post-cts repair resize count is 0.
- The clock tree from TritonCTS reads yes.
- The first-pass iteration count of the detailed router reads 2.
- STA lists the startpoint of the worst register-to-register path as ctrl.state[0].
- The mapped netlist covers 452 sq um.
- The count of unclocked register or latch pins is 1.
-- worst max-delay path: stages --
cell and delay [ns]:
clkdlybuf4s50_1 0.48, inv_1 0.06, a21o_1 0.14
-- flip-flops by register name, summed over array words and instances (netlist names) --
name,cells
ctrl.finished,1
ctrl.state,6
-- layout make-up --
cell class              count  area (sq um)  area share (%)
flip-flops and latches      7           166            37.7
repair buffers              3          30.0            6.80
well taps                  46          57.6            13.0
multi-input cells          37           154            34.8
clock buffers               4          26.3            5.95
inverters                   2          7.51            1.70
-- layer usage --
metal  up-vias  GRT usage (%)  wire (microns)
met1        76           2.83             372
met5         -              0               0
li1         89              -               -
met3         0           1.70              73
met4         0              0               0
met2        22           2.81             263
-- synth_stat cells --
cell type / n / share of area (%)
inv_1: 2 / 1.7
nor2_1: 2 / 1.7
nor3_2: 1 / 2.2
conb_1: 1 / 0.83
dfrtp_1: 5 / 28
a21o_1: 1 / 1.7
dlxtn_1: 1 / 3.3
buf_4: 32 / 53
dfstp_2: 1 / 5.8
and2b_2: 1 / 1.9
-- logic make-up (layout without fill, tap and decap cells) --
family | count (synthesis) | count (layout) | synth area share [%]
AOI/OAI and AO/OA | 1 | 1 | 1.66
DFF | 6 | 6 | 33.5
and+or+nand+nor | 4 | 4 | 5.82
latches | 1 | 1 | 3.32
buffers and inverters | 34 | 9 | 54.8
other | 1 | 32 | 0.830
-- path summary, 6_finish.rpt --
path,end,slack (ns),cells after the start
max,ctrl.state[3],0.25,3
min,ctrl.state[2],0.16,2
max reg2reg,ctrl.state[4],0.26,2
min reg2reg,ctrl.state[5],0.34,0
max in group asynchronous,ctrl.state[0],0.59,2
min in group clk0,ctrl.state[5],0.34,0
-- metrics by stage --
step	worst slack, ns	instances	area [sq um]	hold WS [ns]	power (mW)
after detailed placement	0.00319	95	415	0.336	0.334
after CTS	0.254	99	442	0.164	0.584
final	0.245	99	442	0.162	0.568
after floorplan	0.295	78	568	-0.00977	0.389
after global placement	0.00317	95	415	0.334	0.334
after global routing	0.181	99	442	0.203	0.607
-- report_power, final --
| part | switching (mW) | leakage [nW] | internal, mW |
|---|---|---|---|
| combinational | 0.0194 | 0.147 | 0.0245 |
| sequential | 0.0108 | 0.0865 | 0.270 |
| clock | 0.0910 | 0.0150 | 0.151 |
| total | 0.121 | 0.249 | 0.446 |
Power and IR drop assume default switching activity.
